==> /design/flow/design.v <==
module datapath (
  input logic clk,
  input logic n_rst,
  input logic serial_in, 
  input logic start_bit_en,  
  input logic stop_bit_en,  
  input logic rx_enable,  
  input logic serial_clk, 
  input logic tx_enable,  
  input logic msb_first,  
  input logic [1:0] parity_mode,  
  input logic [7:0] data_out, 
  output logic start_bit_det,
  output logic parity_error,
  output logic stop_error,
  output logic serial_out,
  output logic [7:0] data_in
);
typedef enum logic [2:0] { 
  IDLE = 3'd0,
  START_BIT = 3'd1,
  DATA_BITS = 3'd2,
  PARITY_BIT = 3'd3,
  STOP_BIT = 3'd4
} shift_state_t;
  shift_state_t rx_state, next_rx_state, tx_state, next_tx_state;
  logic [2:0] rx_bit_cnt, next_rx_bit_cnt, tx_bit_cnt, next_tx_bit_cnt;  
  always_ff @(posedge clk, negedge n_rst) begin
    if (~n_rst) begin
      rx_state <= IDLE;
      tx_state <= IDLE;
      rx_bit_cnt <= 3'd0;
      tx_bit_cnt <= 3'd0;
    end else begin
      rx_state <= next_rx_state;
      tx_state <= next_tx_state;
      rx_bit_cnt <= next_rx_bit_cnt;
      tx_bit_cnt <= next_tx_bit_cnt;
    end
  end
  always_comb begin 
    next_rx_state = rx_state;
    next_rx_bit_cnt = rx_bit_cnt;
    unique case (rx_state)
      IDLE: begin
        next_rx_bit_cnt = 3'd0;
        if (rx_enable) begin
          next_rx_state = DATA_BITS;
        end
        else begin
          next_rx_state = IDLE;
        end
      end
      START_BIT: begin
        next_rx_state = DATA_BITS;
      end
      DATA_BITS: begin
        if (serial_clk && rx_bit_cnt < 3'd7) begin
          next_rx_bit_cnt = rx_bit_cnt + 1;
        end
        else if (serial_clk && rx_bit_cnt >= 3'd7) begin
          next_rx_bit_cnt = 3'd0;
          if (parity_mode != 2'b00) begin
            next_rx_state = PARITY_BIT;
          end
          else if (stop_bit_en) begin
            next_rx_state = STOP_BIT;
          end
          else begin
            next_rx_state = IDLE;
          end
        end
      end
      PARITY_BIT: begin
        if (serial_clk && stop_bit_en) begin 
          next_rx_state = STOP_BIT; 
        end
        else if (serial_clk) begin
          next_rx_state = IDLE;
        end
      end
      STOP_BIT: begin
        if (serial_clk) next_rx_state = IDLE;
      end
    endcase
  end
  always_comb begin
    next_tx_state = tx_state;
    next_tx_bit_cnt = tx_bit_cnt;
    unique case (tx_state)
      IDLE: begin
        next_tx_bit_cnt = 3'd0;
        if (tx_enable) begin
          next_tx_state = START_BIT;
        end
        else begin
          next_tx_state = IDLE;
        end
      end
      START_BIT: begin
        next_tx_bit_cnt = 3'b0;
        if (serial_clk || !start_bit_en) begin
          next_tx_state = DATA_BITS;
        end
      end
      DATA_BITS: begin
        if (serial_clk && tx_bit_cnt < 3'd7) begin
          next_tx_bit_cnt = tx_bit_cnt + 1;
        end
        else if (serial_clk && tx_bit_cnt >= 3'd7) begin
          next_tx_bit_cnt = 3'd0;
          if (parity_mode != 2'b00) begin
            next_tx_state = PARITY_BIT;
          end
          else if (stop_bit_en) begin
            next_tx_state = STOP_BIT;
          end
          else begin
            next_tx_state = IDLE;
          end
        end
      end
      PARITY_BIT: begin
        if (serial_clk && stop_bit_en) begin 
          next_tx_state = STOP_BIT; 
        end
        else if (serial_clk) begin
          next_tx_state = IDLE;
        end
      end
      STOP_BIT: begin
        if (serial_clk) next_tx_state = IDLE;
      end
    endcase
  end
  logic serial_in_reg;
  always_ff @(posedge clk, negedge n_rst) begin
    if (~n_rst) begin
      serial_in_reg <= 1'b1;  
    end else begin
      serial_in_reg <= serial_in;
    end
  end
  assign start_bit_det = (serial_in_reg == 1'b1) && (serial_in == 1'b0);
  logic [7:0] parallel_in, next_parallel_in;  
  logic parity_bit, next_parity_bit;
  logic stop_bit, next_stop_bit;
  always_ff @(posedge clk, negedge n_rst) begin
    if (~n_rst) begin
      parallel_in <= 8'b0;
      parity_bit <= 1'b0;
      stop_bit <= 1'b0;
    end else begin
      parallel_in <= next_parallel_in;
      parity_bit <= next_parity_bit;
      stop_bit <= next_stop_bit;
    end
  end
  always_comb begin
    next_parallel_in = parallel_in;
    next_parity_bit = parity_bit;
    next_stop_bit = stop_bit;
    if (rx_state == IDLE) begin
      next_parallel_in = 8'b0;
      next_parity_bit = 1'b0;
      next_stop_bit = 1'b0;
    end
    else if (rx_enable && serial_clk && !msb_first && rx_state == DATA_BITS) begin
      next_parallel_in = {serial_in, parallel_in[7:1]};  
    end
    else if (rx_enable && serial_clk && msb_first && rx_state == DATA_BITS) begin
      next_parallel_in = {parallel_in[6:0], serial_in};  
    end
    else if (rx_enable && serial_clk && rx_state == PARITY_BIT) begin
      next_parity_bit = serial_in;
    end
    else if (rx_enable && serial_clk && rx_state == STOP_BIT) begin
      next_stop_bit = serial_in;
    end
  end
  assign data_in = parallel_in;  
  logic [7:0] shift_out, next_shift_out;  
  always_ff @(posedge clk, negedge n_rst) begin
    if (~n_rst) begin
      shift_out <= 8'b0;
    end else begin
      shift_out <= next_shift_out;
    end
  end
  always_comb begin  
    serial_out = 1'b1;  
    next_shift_out = shift_out;
    if (tx_enable) begin
      unique case (tx_state)
        IDLE: begin 
          serial_out = 1'b1;
          next_shift_out = data_out;
        end
        START_BIT: begin
          serial_out = 1'b0;
          next_shift_out = data_out;
        end
        DATA_BITS: begin
          if (!msb_first) begin
            serial_out = shift_out[0];
            if (serial_clk) begin
              next_shift_out = {1'b0, shift_out[7:1]};
            end
          end
          else begin
            serial_out = shift_out[7];
            if (serial_clk) begin
              next_shift_out = {shift_out[6:0], 1'b0};
            end
          end
        end
        PARITY_BIT: begin
          if (parity_mode == 2'b01) begin  
            serial_out = (^data_out);
          end
          else if (parity_mode == 2'b10) begin  
            serial_out = ~(^data_out);
          end
        end
        STOP_BIT: serial_out = 1'b1;
      endcase
    end
  end
  always_comb begin
    parity_error = 1'b0;
    stop_error = 1'b0;
    if (rx_state == STOP_BIT && rx_enable) begin
      if (stop_bit_en && stop_bit != 1'b1) begin
        stop_error = 1'b1;  
      end
      if (parity_mode == 2'b01) begin  
        if (parity_bit != (^parallel_in)) begin
          parity_error = 1'b1;
        end
      end
      else if (parity_mode == 2'b10) begin  
        if (parity_bit != (~(^parallel_in))) begin
          parity_error = 1'b1;
        end
      end
    end
  end
endmodule
==> /design/flow/run.sh <==
#!/bin/bash
# OpenROAD 26Q1-2900-gdf79404cd8, Yosys 0.63+post, stock flow scripts
make -C /OpenROAD-flow-scripts/flow DESIGN_CONFIG=/design/flow/config.mk WORK_HOME=/design/flow/orfs finish
==> /design/flow/config.mk <==
export PLATFORM = sky130hd
export DESIGN_NAME = datapath
export DESIGN_NICKNAME = datapath
export VERILOG_FILES = /design/flow/design.v
export SDC_FILE = /design/flow/constraint.sdc
export NUM_CORES = 4
export LEC_CHECK = 1
export CORE_AREA = 10 10 113 113
export DIE_AREA = 0 0 123 123
==> /design/flow/constraint.sdc <==
current_design datapath

set clk_period 3.4
set clk_io_pct 0.2

create_clock -name clk0 -period $clk_period [get_ports {clk}]

set non_clock_inputs [all_inputs -no_clocks]
set_input_delay [expr $clk_period * $clk_io_pct] -clock clk0 $non_clock_inputs
set_output_delay [expr $clk_period * $clk_io_pct] -clock clk0 [all_outputs]
==> flow_summary_export.csv <==
group,metric,value,unit
worst_setup_path,r2r-end,"shift_out[0]",
synthesis,postSynthSeqShare,44.76,%
final_timing,skew,0.004081,ns
final_timing,setup_ws,0.1706,ns
synthesis,yosys-stat-area,0.001909,sq mm
clock_tree,cts-htree-levels,2,
final_timing,drv_slew,0,
synthesis,xor_share,7.536,%
floorplanning,fp_util,18.49,%
final_timing,fmax,309.7,MHz
synthesis,synth.top_cell.area_share,40.63,%
synthesis,yosys.area_share.aoi,16.45,%
route,via_count,1477,
final_timing,finalHoldViolations,0,
cells_and_area,syn_to_final_growth,28.11,%
floorplanning,die_x,123,um
min_path,hold_end,"tx_bit_cnt[0]",
synthesis,netlist_instances,198,
route,drc,0,
power_and_ir_drop,ir_drop,0.2492,mV
route,diodes,0,
floorplanning,ioPinCount,31,
worst_setup_path,setup.worst_path.start_class,"input port",
global_route,top_usage_layer,"met1",
synthesis,syn-cell-area,0.001909,sq mm
final_timing,slew_headroom,62.02,%
global_route,grt_pass1_wl,7603,um
power_and_ir_drop,powerDensity,539.7,mW/mm^2
flow_run,tool_warnings,27,
final_timing,finalSetupTns,0,ns
placement,portBuffers,30,
final_timing,min_period,3.229,ns
cells_and_area,drive_above_1_share,6.494,%
worst_setup_path,end_kind,"output port",
global_route,gr-usage-met2,8.635,%
global_route,grt_pass1_vias,1464,
synthesis,synth_warnings,1,
synthesis,edf_count,0,
clock_tree,clock_sinks,34,
clock_tree,clock_latency,0.28,ns
outcome,status,"completed",
clock_tree,numCtsBuffers,5,
cells_and_area,finish.utilization,23.69,%
synthesis,topCombFamilyByArea,"AND-OR/OR-AND gates",
floorplanning,row_count,37,
route,via_per_inst,4.025,
route,drt_iter0_drc,83,
worst_setup_path,ff2ff_path_depth,4,
final_timing,setup_viol,0,
global_route,antenna_found_initial,0,
synthesis,synth-main-ff-cell,"dfrtp_1",
synthesis,synth.avg_cell_area,9.643,sq um
worst_setup_path,path_class,"input port to output port",
clock_tree,cts_hold_buf,0,
synthesis,ys_ff,34,
route,drt-pass1-iter-count,4,
clock_tree,root_buffer,"clkbuf_8",
worst_setup_path,crit_required,2.72,ns
final_timing,worst_pin_slew,0.5680,ns
synthesis,synthArstFlopShare,100.0,%
global_route,grt_start_max_net_pins,35,
synthesis,ys_types,38,
global_route,grt_use_total,6.189,%
route,finalWirelength,4594,um
global_route,grt_overflow,0,
synthesis,ys_cells,198,
power_and_ir_drop,leakagePower,1.008,nW
synthesis,synthTopCellsByArea,"dfrtp_1, mux2i_1, xnor2_1",
final_timing,fin_crit_sh,94.98,%
floorplanning,die_area,0.01513,sq mm
placement,globalplace.congestion,0.7966,
synthesis,synth.largest_area_cell,"dfrtp_1",
placement,place_area,0.002366,sq mm
floorplanning,core,0.01032,sq mm
synthesis,ys_sh_mux,10.55,%
clock_tree,cts.path.max_buffers,2,
worst_setup_path,r2r-start,"tx_state[2]",
min_path,hp-class,"flop to flop",
floorplanning,die_y,123,um
route,ant_nets,0,
placement,place_hpwl,3410,um
route,avgRoutedWirePerCell,12.52,um
global_route,grtUsageMet1,9.499,%
min_path,hold_path_startpoint,"tx_state[1]",
min_path,min_path_cells,1,
global_route,use_met3,2.035,%
clock_tree,cts_tree,"yes",
flow_run,drv_cap,0,
worst_setup_path,worstPathArrival,2.55,ns
synthesis,synthAdderAreaFrac,2.621,%
worst_setup_path,worstPathMaxFanout,2,
clock_tree,clk_pin_slew,0.07,ns
worst_setup_path,rrSetupSlack,1.87,ns
cells_and_area,top_regs,"parallel_in: 8 flops, shift_out: 8 flops, tx_state: 5 flops",
final_timing,holdWs,0.5045,ns
placement,dp_worst_setup_slack,0.1306,ns
final_timing,rsz0062_at_grt,"no",
synthesis,simple_gate_share,14.61,%
cells_and_area,postLayoutCellArea,0.002446,sq mm
cell usage in the layout (no fill, tap or decap), types with 3 or more instances in the layout:
| master | n |
|---|---|
| a211oi_1 | 8 |
| a21oi_1 | 9 |
| and3_1 | 4 |
| buf_4 | 3 |
| clkbuf_1 | 3 |
| clkbuf_8 | 5 |
| clkdlybuf4s50_1 | 30 |
| dfrtp_1 | 31 |
| dfstp_2 | 3 |
| ha_1 | 4 |
| inv_1 | 7 |
| mux2i_1 | 19 |
| nand2_1 | 22 |
| nand3_1 | 4 |
| nor2_1 | 22 |
| nor2b_1 | 4 |
| o21ai_0 | 16 |
| xnor2_1 | 11 |
cell families after synthesis:
kind of cell / Yosys count
and+or+nand+nor: 62
AOI/OAI and AO/OA: 48
DFF: 34
muxes: 20
buffers and inverters: 16
xor gates and xnor gates: 14
adders and majority gates: 4
cell type report:
class,count,area [sq um]
fill,1097,7878
multi-input combinational,148,988.4
sequential,34,854.6
timing repair buffer,33,322.8
tap,136,170.2
clock buffer,8,80.08
inverter,8,30.03
cell usage after synthesis (3+ instances only):
cell type and n:
nor2b_1 4, o21ai_0 16, nor2_1 22, mux2i_1 19, inv_1 7, dfstp_2 3
dfrtp_1 31, a21oi_1 9, and3_1 4, clkbuf_1 3, ha_1 4, buf_2 4
nand3_1 4, xnor2_1 11, a211oi_1 8, nand2_1 22
what timing repair did:
item,in CTS,in global routing
setup endpoints to repair,0,1
setup buffers,0,0
resized,0,0
worst max-delay path by stage:
stage | startpoint | slack [ns] | to | depth (start not counted)
4_1_cts | data_out[7] | 0.11 | serial_out | 7
6_report | data_out[4] | 0.17 | serial_out | 7
5_1_grt | data_out[7] | 0.009 | serial_out | 7
metal layers:
metal | vias to the layer above | part of all wire (%)
li1 | 765 | -
met1 | 681 | 51
met2 | 26 | 42
met3 | 5 | 6.2
met4 | 0 | 0.57
met5 | - | 0
power by group:
part,switching (W),internal [W],leakage [nW]
Combinational,0.000193,0.000272,0.548
Clock,0.000139,0.000145,0.0395
Sequential,0.0000889,0.000482,0.421
Total,0.000421,0.000899,1.01
worst max-delay path: stages:
cell and delay [ns]:
clkdlybuf4s50_1 0.44, xnor2_1 0.15, xnor2_1 0.24, xnor2_1 0.20
mux2i_1 0.21, a21o_1 0.15, clkdlybuf4s50_1 0.46
stage by stage:
stage	power [W]	std cells
after floorplan	0.0008560	198
after global placement	0.001046	359
after detailed placement	0.001049	359
after CTS	0.001335	367
after global routing	0.001418	367
final	0.001320	367
No activity file was given, so power comes from the tool's default toggle rates.
