--- design.v ---
module uart_rx_fsm_8n1 #(
  parameter int DATA_BITS = 8
) (
  input logic clk,
  input logic rst_n,
  input logic rx_line,
  input logic baud_tick,       
  input logic half_bit_tick,   
  output logic uart_en,
  output logic done,
  output logic err,
  output logic baud_wait,
  output logic half_bit_timer_en,
  output logic sample_rx_en,
  output logic [DATA_BITS-1:0] rx_byte_out,
  output logic push_rx_fifo
);
  typedef enum logic [2:0] {
    UART_RX_IDLE        = 3'd0,
    UART_RX_START_ALIGN = 3'd1,
    UART_RX_START_CHECK = 3'd2,
    UART_RX_DATA        = 3'd3,
    UART_RX_STOP        = 3'd4,
    UART_RX_PUSH        = 3'd5,
    UART_RX_ERROR       = 3'd6
  } state_t;
  state_t state, state_n;
  logic [DATA_BITS-1:0] rx_sr;
  int bit_cnt;
  logic bit_cnt_clr, bit_cnt_inc;
  logic shift_rx_en;
  always_comb begin
    state_n = state;
    case (state)
      UART_RX_IDLE: begin
        if (!rx_line)
          state_n = UART_RX_START_ALIGN;
      end
      UART_RX_START_ALIGN: begin
        if (half_bit_tick)
          state_n = UART_RX_START_CHECK;
      end
      UART_RX_START_CHECK: begin
        if (!rx_line)
          state_n = UART_RX_DATA;    
        else
          state_n = UART_RX_IDLE;    
      end
      UART_RX_DATA: begin
        if (baud_tick && (bit_cnt == DATA_BITS-1))
          state_n = UART_RX_STOP;
      end
      UART_RX_STOP: begin
        if (baud_tick) begin
          if (rx_line)
            state_n = UART_RX_PUSH;    
          else
            state_n = UART_RX_ERROR;   
        end
      end
      UART_RX_PUSH: begin
        state_n = UART_RX_IDLE;
      end
      UART_RX_ERROR: begin
        state_n = UART_RX_IDLE;
      end
      default: begin
        state_n = UART_RX_IDLE;
      end
    endcase
  end
  always_comb begin
    uart_en           = 1'b1;
    done              = 1'b0;
    err               = 1'b0;
    baud_wait         = 1'b0;
    half_bit_timer_en = 1'b0;
    sample_rx_en      = 1'b0;
    push_rx_fifo      = 1'b0;
    bit_cnt_clr       = 1'b0;
    bit_cnt_inc       = 1'b0;
    shift_rx_en       = 1'b0;
    case (state)
      UART_RX_IDLE: begin
      end
      UART_RX_START_ALIGN: begin
        half_bit_timer_en = 1'b1;
        bit_cnt_clr       = 1'b1;
      end
      UART_RX_START_CHECK: begin
        sample_rx_en = 1'b1;
      end
      UART_RX_DATA: begin
        sample_rx_en = 1'b1;
        baud_wait    = 1'b1;
        if (baud_tick) begin
          shift_rx_en = 1'b1;
          bit_cnt_inc = 1'b1;
        end
      end
      UART_RX_STOP: begin
        sample_rx_en = 1'b1;
        baud_wait    = 1'b1;
      end
      UART_RX_PUSH: begin
        push_rx_fifo = 1'b1;
        done         = 1'b1;
      end
      UART_RX_ERROR: begin
        err = 1'b1;
      end
      default: begin
      end
    endcase
  end
  always_ff @(posedge clk or negedge rst_n) begin
    if (!rst_n) begin
      state   <= UART_RX_IDLE;
      rx_sr   <= '0;
      bit_cnt <= 0;
    end
    else begin
      state <= state_n;
      if (bit_cnt_clr)
        bit_cnt <= 0;
      else if (bit_cnt_inc)
        bit_cnt <= bit_cnt + 1;
      if (shift_rx_en)
        rx_sr <= {rx_line, rx_sr[DATA_BITS-1:1]};
    end
  end
  assign rx_byte_out = rx_sr;
endmodule
--- run.sh ---
#!/bin/bash
# OpenROAD 26Q1-2900-gdf79404cd8, Yosys 0.63+post, stock flow scripts
make -C /OpenROAD-flow-scripts/flow DESIGN_CONFIG=/design/flow/config.mk WORK_HOME=/design/flow/orfs finish
--- config.mk ---
export PLATFORM = sky130hd
export DESIGN_NAME = uart_rx_fsm_8n1
export DESIGN_NICKNAME = uart_rx_fsm_8n1
export VERILOG_FILES = /design/flow/design.v
export SDC_FILE = /design/flow/constraint.sdc
export NUM_CORES = 4
export LEC_CHECK = 1
export CORE_UTILIZATION = 50
--- constraint.sdc ---
current_design uart_rx_fsm_8n1

set clk_period 5.4
set clk_io_pct 0.2

create_clock -name clk0 -period $clk_period [get_ports {clk}]

set non_clock_inputs [all_inputs -no_clocks]
set_input_delay [expr $clk_period * $clk_io_pct] -clock clk0 $non_clock_inputs
set_output_delay [expr $clk_period * $clk_io_pct] -clock clk0 [all_outputs]
==> qor.yml <==
reg2reg_slack_ps: 3380
diodes: 0
rsz0062_at_grt: "no"
logic_area_um2: 1120
core_area_um2: 4500
grt_max_degree: 48
numCtsBuffers: 5
min_period_ps: 2980
slew_violations: 0
max_freq_ghz: 0.336
yosys.area_share.aoi_pct: 11.9
synthSimpleGateAreaFrac_pct: 26.3
r2r_cells: 4
cts-root-buf: "clkbuf_8"
fin_area_um2: 2670
start_kind: "primary input"
grt_pass1_wl_um: 8470
setup_viol_count_final: 0
wl_per_cell_um: 16.0
warnings: 26
drt.antenna.violating_nets: 0
area_leaders: "dfrtp_1 47%, a21oi_1 3.9%, mux2_2 3.7%"
fin_ws_ps: 2420
synth_area_um2: 2420
drtIter0Drc: 169
pre_cts_ws_ps: 2200
cts-resized-gates: 0
die_x_um: 71.6
avgSynthCellArea_um2: 10.2
first_pass_iters: 4
netlist_instances: 237
crit_required_ps: 5620
clockBufferDepth: 2
tns_ps: 0
edf_count: 0
ff_latch_area_um2: 1180
finClkSkew_ps: 6.58
ctsHoldBuffers: 0
totalWireLength_um: 4850
async_flop_share_pct: 100
fin_crit_sh_pct: 55.2
holdCritPathClass: "reg -> reg"
worstSetupEndpointType: "register"
fp-row-count: 24
nFillCells: 382
gp_congestion: 0.920
antenna_found_initial: 0
ir_drop_mv: 0.230
place.port_buffers: 18
post_cts_buffers: 0
ys_cells: 237
ioPinCount: 20
muxShareOfSynthArea_pct: 3.72
p_per_area_nw_per_um2: 338
cts_num_sinks: 47
cts.clk_slew.worst_paths_ps: 80
ys_types: 38
ys_seq_share_pct: 48.6
grt_pass1_vias: 1807
die-area_um2: 5130
overflow: 0
synth_top_area_share_pct: 47.5
ys_seq_elements: 47
hold_viol: 0
yosysMostFrequentCell: "dfrtp_1"
yosys_warnings: 1
status: "finished, final reports clean"
drc_errors: 0
utilization_pct: 59.3
worst_slew_pin_slew_ps: 583
cp_max_fo: 11
critPathArrivalTime_ps: 3200
ys_chip_area_um2: 2420
vias: 1884
synthTopLogicFamily: "simple AND/OR/NAND/NOR gates"
worstSkewPairLatency_ps: 300
p_leak_nw: 1.07
min_path_cells: 2
path_class: "in -> reg"
maxCapViolCount: 0
yosysTopAreaCell: "dfrtp_1"
cts_tree: "yes"
cts_max_level: 2
ff_type: "dfrtp_1"
ys_sh_adder_pct: 0.516
viasPerCell: 6.22
top_cells_by_count: "46 x dfrtp_1, 19 x a21oi_1, 13 x nor2_1"
drive_gt1_share_pct: 11.6
synthXorXnorAreaFrac_pct: 3.61
die_h_um: 71.6
place_hpwl_um: 3270
place_area_um2: 2580
fp_util_pct: 53.8
slew_headroom_pct: 61.2
grt.total_usage_pct: 21.6
area.growth.synth_to_final_pct: 10.2
hold_ws_ps: 479
-- power by group --
part / leakage [nW] / switching (mW) / internal [mW] / total [mW]
Combinational: 0.406 / 0.0864 / 0.134 / 0.221
Clock: 0.0418 / 0.116 / 0.0930 / 0.209
Sequential: 0.626 / 0.0633 / 0.410 / 0.473
-- area by class of cell --
type | instances | share of cell area (%)
timing repair buffer | 20 | 7.12
multi-input combinational | 168 | 41.9
clock buffer | 6 | 2.72
sequential | 47 | 44.1
tap | 52 | 2.44
clock inverter | 2 | 0.609
inverter | 8 | 1.12
-- cell usage in the layout (no fill, tap or decap), drive strengths merged, types with 2 or more instances in the layout --
master / count
clkdlybuf4s50: 17
or3: 7
a21oi: 19
nor2: 13
nor3: 4
inv: 9
dfrtp: 46
o21a: 5
nand2: 12
buf: 3
nor4b: 2
mux2: 8
or4: 12
o31ai: 12
xor2: 6
and3: 4
nand3: 15
and4: 6
clkbuf: 6
xnor2: 4
and2: 3
o22ai: 2
o21ai: 7
nor4: 9
nand4: 13
-- through the flow --
stage / total power, mW / std cells
after CTS: 0.914 / 303
after detailed placement: 0.701 / 295
final: 0.903 / 303
after global placement: 0.695 / 295
after global routing: 0.959 / 303
after floorplan: 0.589 / 237
-- routing by layer --
metal / vias to the layer above / share of wire [%] / routed length (um) / track usage, %
li1: 913 / - / - / -
met1: 914 / 46 / 2230 / 35.1
met2: 46 / 47 / 2300 / 33.4
met3: 11 / 4.9 / 238 / 3.14
met4: 0 / 1.6 / 78 / 3.70
met5: - / 0 / 0 / 0
-- critical path, stage by stage --
cell	delay [ps]
clkdlybuf4s50_1	740
and4_1	410
nand4_2	250
or4_1	540
a21oi_1	170
-- sequential cells by signal, indices dropped and copies added, names as in the netlist --
register / count
bit_cnt: 32
state: 7
rx_sr: 8
-- path summary, 6_finish.rpt --
path	start	endpoint
setup / recovery	baud_tick	bit_cnt[29]
hold / removal	state[3]	state[0]
setup reg to reg	bit_cnt[8]	bit_cnt[29]
hold reg to reg	state[3]	state[0]
max in group asynchronous	rst_n	bit_cnt[30]
min in group asynchronous	rst_n	bit_cnt[15]
-- kinds of logic (layout without fill, tap and decap cells) --
family	Yosys count	in the layout
mux	8	8
buf+inv	22	36
xor+xnor	10	10
simple gates	101	101
flops	47	47
other cells	1	1
fa+ha+maj	1	1
compound gates	47	47
No activity file was given, so power comes from the tool's default toggle rates.
