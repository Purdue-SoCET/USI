===== flow/config.mk =====
export PLATFORM = sky130hd
export DESIGN_NAME = i2c_ctrl
export DESIGN_NICKNAME = i2c_ctrl
export VERILOG_FILES = /design/flow/design.v
export SDC_FILE = /design/flow/constraint.sdc
export NUM_CORES = 4
export LEC_CHECK = 1
export CORE_AREA = 10 10 85 85
export DIE_AREA = 0 0 95 95

===== flow/constraint.sdc =====
current_design i2c_ctrl

set clk_period 2.1
set clk_io_pct 0.2

create_clock -name clk0 -period $clk_period [get_ports {clk}]

set non_clock_inputs [all_inputs -no_clocks]
set_input_delay [expr $clk_period * $clk_io_pct] -clock clk0 $non_clock_inputs
set_output_delay [expr $clk_period * $clk_io_pct] -clock clk0 [all_outputs]

===== flow/design.v =====
module i2c_ctrl (
  input  logic clk,
  input  logic rst_n,
  input  logic i2c_en,
  input  logic start,
  input  logic scl_tick,
  input  logic [6:0] addr7,
  input  logic rw,
  input  logic [7:0] tx_data,
  input  logic tx_data_valid,
  input  logic start_bit_det,
  input  logic parity_error,
  input  logic stop_error,
  output logic start_bit_en,
  output logic stop_bit_en,
  output logic rx_enable,
  output logic tx_enable,
  output logic serial_clk,
  output logic msb_first,
  output logic [1:0] parity_mode,
  output logic [2:0] data_bits,
  output logic [7:0] data_out,
  output logic busy,
  output logic done,
  output logic ack_error
);
  typedef enum logic [3:0] {
    IDLE,
    START_COND,
    LOAD_ADDR,
    SEND_ADDR,
    ADDR_ACK,
    LOAD_DATA,
    SEND_DATA,
    DATA_ACK,
    STOP_COND,
    DONE_ST
  } state_t;
  state_t state,next_state;
  logic [3:0] bit_cnt,bit_cnt_n;
  logic [7:0] data_reg,data_reg_n;
  logic ack_error_n;
  assign serial_clk  = scl_tick;
  assign msb_first   = 1'b1;
  assign parity_mode = 2'b00;
  assign data_out    = data_reg;
  always_ff @(posedge clk or negedge rst_n) begin
    if(!rst_n) state <= IDLE;
    else state <= next_state;
  end
  always_ff @(posedge clk or negedge rst_n) begin
    if(!rst_n) begin
      bit_cnt <= 4'd0;
      data_reg <= 8'd0;
      ack_error <= 1'b0;
    end else begin
      bit_cnt <= bit_cnt_n;
      data_reg <= data_reg_n;
      ack_error <= ack_error_n;
    end
  end
  always_comb begin
    next_state = state;
    case(state)
      IDLE: if(i2c_en && start && tx_data_valid) next_state = START_COND;
      START_COND: next_state = LOAD_ADDR;
      LOAD_ADDR: next_state = SEND_ADDR;
      SEND_ADDR: if(scl_tick && bit_cnt == 4'd7) next_state = ADDR_ACK;
      ADDR_ACK: next_state = parity_error ? STOP_COND : LOAD_DATA;
      LOAD_DATA: next_state = SEND_DATA;
      SEND_DATA: if(scl_tick && bit_cnt == 4'd7) next_state = DATA_ACK;
      DATA_ACK: next_state = STOP_COND;
      STOP_COND: next_state = DONE_ST;
      DONE_ST: next_state = IDLE;
      default: next_state = IDLE;
    endcase
  end
  always_comb begin
    bit_cnt_n = bit_cnt;
    data_reg_n = data_reg;
    ack_error_n = ack_error;
    start_bit_en = 1'b0;
    stop_bit_en = 1'b0;
    tx_enable = 1'b0;
    rx_enable = 1'b0;
    busy = 1'b0;
    done = 1'b0;
    data_bits = 3'd7;
    case(state)
      IDLE: begin
        bit_cnt_n = 4'd0;
        ack_error_n = 1'b0;
      end
      START_COND: begin
        busy = 1'b1;
        start_bit_en = 1'b1;
        bit_cnt_n = 4'd0;
      end
      LOAD_ADDR: begin
        busy = 1'b1;
        data_reg_n = {addr7,rw};
        bit_cnt_n = 4'd0;
      end
      SEND_ADDR: begin
        busy = 1'b1;
        tx_enable = 1'b1;
        if(scl_tick && bit_cnt != 4'd7) bit_cnt_n = bit_cnt + 1'b1;
      end
      ADDR_ACK: begin
        busy = 1'b1;
        rx_enable = 1'b1;
        data_bits = 3'd0;
        if(parity_error) ack_error_n = 1'b1;
        bit_cnt_n = 4'd0;
      end
      LOAD_DATA: begin
        busy = 1'b1;
        data_reg_n = tx_data;
        bit_cnt_n = 4'd0;
      end
      SEND_DATA: begin
        busy = 1'b1;
        tx_enable = 1'b1;
        if(scl_tick && bit_cnt != 4'd7) bit_cnt_n = bit_cnt + 1'b1;
      end
      DATA_ACK: begin
        busy = 1'b1;
        rx_enable = 1'b1;
        data_bits = 3'd0;
        if(parity_error) ack_error_n = 1'b1;
        bit_cnt_n = 4'd0;
      end
      STOP_COND: begin
        busy = 1'b1;
        stop_bit_en = 1'b1;
      end
      DONE_ST: begin
        done = 1'b1;
      end
      default: begin end
    endcase
  end
endmodule

===== flow/run.sh =====
#!/bin/bash
# OpenROAD 26Q1-2900-gdf79404cd8, Yosys 0.63+post, stock flow scripts
make -C /OpenROAD-flow-scripts/flow DESIGN_CONFIG=/design/flow/config.mk WORK_HOME=/design/flow/orfs finish

==> impl_metrics.json <==
{
  "outcome": "finished clean",
  "drt-vias-per-instance": 3.92,
  "slew_violations": 0,
  "place_ws_ns": 0.0702,
  "edf_count": 0,
  "ant_nets": 0,
  "syn_avg_cell_area_sq_um": 10.6,
  "grt_overflow": 0,
  "largest_area_cell": "dfrtp_1",
  "root_buffer": "clkbuf_8",
  "lay_top_count": "clkdlybuf4s50_1",
  "worstHoldEndpoint": "state[6]$_DFF_PN0_",
  "r2r_end": "bit_cnt[1]$_DFFE_PN0P_",
  "topCellsByArea": "dfrtp_1 51%, mux2i_1 9.3%, o21ai_0 4.7%",
  "postSynthSeqShare_pct": 53.7,
  "grt_pass1_vias": 823,
  "grt_usage_pct": 5.45,
  "routed_wl_um": 2610,
  "clock.latency.late_pin_ns": 0.26,
  "ys_warn_count": 1,
  "die_h_um": 95,
  "portBuffers": 41,
  "syn_inst": 101,
  "hp-class": "flop to flop",
  "lay_top_cells": "40 x clkdlybuf4s50_1, 22 x dfrtp_1, 11 x nand2_1",
  "timing.fmax_mhz": 493,
  "yosys_area_sq_um": 1070,
  "syn-cell-area_sq_um": 1070,
  "r2r_start": "state[7]$_DFF_PN0_",
  "fin_tns_setup_ns": 0,
  "vias": 854,
  "drt_iter0_drc": 29,
  "first_pass_iters": 3,
  "drc": 0,
  "wl_per_cell_um": 12.0,
  "arrival_ns": 1.61,
  "hold_depth": 0,
  "largest_reg_flops": 10,
  "area_growth_pct": 51.4,
  "start_kind": "flop",
  "dp.final_hpwl_um": 2010,
  "p_per_area_nw_per_um2": 690,
  "placementRows": 27,
  "rsz0062_at_grt": "no",
  "drv_cap": 0,
  "dieArea_sq_um": 9030,
  "comb_area_sq_um": 413,
  "flop_area_sq_um": 577,
  "drive_above_1_share_pct": 12.3,
  "setup_ws_ns": 0.0705,
  "leakagePower_uw": 0.000722,
  "antenna_found_initial": 0,
  "warnings": 27,
  "fin_crit_ns": 2.03,
  "worstSetupPathType": "flop to output pin",
  "yosysTopAreaCellShare_pct": 51.3,
  "critPathCaptureType": "output pin",
  "ys_ff": 23,
  "cts_max_level": 1,
  "setup_viol": 0,
  "final.fill_count": 565,
  "hp-start": "state[1]$_DFF_PN0_",
  "grt_first_pass_wirelength_um": 4010,
  "r2r_slack_ns": 0.59,
  "required_ns": 1.68,
  "fp_util_pct": 19.6,
  "cts_tree": "done",
  "ys_cells": 101,
  "vdd_ir_drop_max_mv": 0.220,
  "grt_max_degree": 24,
  "finalClockPeriodUsage_pct": 96.6,
  "cts.clk_slew.worst_paths_ns": 0.08,
  "fin_skew_ns": 0.00116,
  "cts_num_sinks": 23,
  "synthArstFlopShare_pct": 100,
  "ios": 47,
  "coreArea_sq_um": 5470,
  "cts_buffer_depth": 2,
  "dieWidth_um": 95,
  "critPathMaxFanout": 2,
  "synth_top_flop_cell": "dfrtp_1",
  "num_antenna_cells": 0,
  "reg2reg_depth": 5,
  "synth_cell_types": 31,
  "gp_congestion": 0.816,
  "numCtsBuffers": 3,
  "finalHoldViolCount": 0
}
-- power by group --
| part | leakage (uW) | total, uW | switching, uW | internal [uW] |
|---|---|---|---|---|
| Clock | 0.0000255 | 270 | 138 | 132 |
| Sequential | 0.000310 | 558 | 54.6 | 504 |
| Combinational | 0.000387 | 293 | 112 | 181 |
-- synthesized netlist by cell type, types with 2 or more instances --
master	instances
o211ai_1	2
o21ai_0	10
nand4_1	2
a21o_1	3
mux2i_1	10
dfrtp_1	22
a21oi_1	2
conb_1	2
nand2_1	11
buf_4	6
nor2b_1	2
nor3_1	2
and2_1	2
inv_1	6
nor2_1	2
nand3_1	2
-- critical path, stage by stage (launching register included) --
cell             delay [ns]
dfrtp_1                0.38
or3_4                  0.38
or4_1                  0.40
clkdlybuf4s15_1        0.19
-- layer usage --
| metal | up-vias | routed length, um | GRT usage (%) |
|---|---|---|---|
| met3 | 2 | 184 | 1.20 |
| met5 | - | 0 | 0 |
| met1 | 395 | 1160 | 7.54 |
| met4 | 0 | 40 | 1.25 |
| li1 | 430 | - | - |
| met2 | 27 | 1220 | 8.58 |
-- layout make-up --
class | instances | area share, %
sequential | 23 | 35.5
timing repair buffer | 49 | 29.2
multi-input combinational | 64 | 25.4
tap | 72 | 5.54
clock buffer | 3 | 2.54
inverter | 6 | 1.54
clock inverter | 1 | 0.308
-- timing repair --
action | in CTS | in global routing
endpoints found under the hold margin | 0 | 0
setup endpoints to repair | 4 | 3
buffers inserted | 1 | 0
gates cloned | 0 | 0
hold buffers | 0 | 0
pin swaps | 1 | 0
gates resized | 3 | 2
-- worst max-delay path by stage --
stage | start | end | slack [ns] | cells after the start
finish | state[7]$_DFF_PN0_ | busy | 0.07 | 3
CTS | state[9]$_DFF_PN0_ | data_bits[2] | 0.02 | 4
global route | state[9]$_DFF_PN0_ | data_bits[2] | 0.004 | 4
-- stage by stage --
stage,instance area (sq um),instances,total power (uW),hold slack (ns),utilization [%]
final,1630,218,1120,0.403,29.7
after global routing,1630,218,1210,0.420,29.7
after CTS,1620,218,1150,0.407,29.6
after detailed placement,1570,213,865,0.388,28.6
after global placement,1570,213,861,0.386,28.6
after floorplan,1080,102,700,0.124,-
-- cell families (layout without fill, tap and decap cells) --
group / after synthesis / count (layout) / share of synthesized area (%)
and+or+nand+nor: 29 / 29 / 15.0
DFF: 23 / 23 / 53.7
AOI/OAI and AO/OA: 21 / 21 / 11.9
buffers and inverters: 15 / 59 / 8.16
muxes: 10 / 10 / 9.32
other: 2 / 3 / 0.700
adders and majority gates: 1 / 1 / 1.17
No activity file was given, so power comes from the tool's default toggle rates.
